===== flow/design.v =====
`timescale 1ns / 1ps
module main(clk,led,pb1);
input pb1;
input clk;
output [7:0]led;
reg [7:0]led;
reg [7:0] regfile[0:7];
reg [3:0] counter=0;
reg [7:0] temp;
reg [7:0] xorv=0;
reg xorb=0;
reg t1=0;
initial begin
	regfile[0]=8'b00001000;
	regfile[1]=8'b00010000;
	regfile[2]=8'b10000000;
	regfile[3]=8'b00000100;
	regfile[4]=8'b00001000;
	regfile[5]=8'b00100000;
	regfile[6]=8'b00000001;
	regfile[7]=8'b00000100;
end
always @(posedge clk) begin
	if (counter<8) begin
		temp=regfile[counter];
		counter<=counter+1;
		xorv<=(xorv^temp);
	end
	else begin
		if (t1==0) begin
			led<=xorv;
		end
		else begin
			xorb=xorv[0]^xorv[1]^xorv[2]^xorv[3]^xorv[4]^xorv[5]^xorv[6]^xorv[7];
			led<={0000000,xorb};
		end
	end
end
always @(posedge pb1) begin
	t1<=(~t1);
end
endmodule

===== flow/run.sh =====
#!/bin/bash
# OpenROAD 26Q1-2900-gdf79404cd8, Yosys 0.63+post, stock flow scripts
make -C /OpenROAD-flow-scripts/flow DESIGN_CONFIG=/design/flow/config.mk WORK_HOME=/design/flow/orfs finish

===== flow/config.mk =====
export PLATFORM = sky130hd
export DESIGN_NAME = main
export DESIGN_NICKNAME = main
export VERILOG_FILES = /design/flow/design.v
export SDC_FILE = /design/flow/constraint.sdc
export NUM_CORES = 4
export LEC_CHECK = 1
export CORE_AREA = 10 10 85 85
export DIE_AREA = 0 0 95 95

===== flow/constraint.sdc =====
current_design main

set clk_period 2.8
set clk_io_pct 0.2

create_clock -name clk0 -period $clk_period [get_ports {clk}]
create_clock -name clk1 -period $clk_period [get_ports {pb1}]

set non_clock_inputs [all_inputs -no_clocks]
set_input_delay [expr $clk_period * $clk_io_pct] -clock clk0 $non_clock_inputs
set_output_delay [expr $clk_period * $clk_io_pct] -clock clk0 [all_outputs]

==> results.cfg <==
; flow metrics
[detailed_routing]
viasPerCell = 2.70
drc_errors = 0
drt-initial-drc-count = 5
routed_wl_um = 951
vias = 357
ant_nets = 0
n_antenna_cell = 0
wl_per_cell_um = 7.20
drt-pass1-iter-count = 2

[synth]
netlist_area_um2 = 763
ys_sh_simple_pct = 7.87
area_leaders = edfxtp_1 63%, xnor2_1 8.0%, ha_1 6.6%
synthDistinctLibCells = 13
ys_ff = 17
top_cell = edfxtp_1
syn_inst = 51
synth_area_leader_cell = edfxtp_1
top_area_share_pct = 63.0
ys_chip_area_um2 = 763
edf_count = 16
ys_sh_adder_pct = 6.56
muxShareOfSynthArea_pct = 0
synthArstFlopShare_pct = 0
synth_seq_share_pct = 65.6
ys_warn_count = 1
synth.avg_cell_area_um2 = 15.0
synthTopCellsByCount = 16 x edfxtp_1, 7 x xnor2_1, 5 x nor2b_1
synth.logic.top_family = XOR/XNOR gates
synthFlopType = edfxtp_1
synth-compound-area-share_pct = 0
ys_cells = 51
xor_share_pct = 15.6

[setup_path]
ff2ff_path_depth = 4
critPathCaptureType = output pin
critPathMaxFanout = 1
startpoint_type = register
required_ns = 2.24
crit_type = register to output pin
critPathSlowestCell = clkdlybuf4s50_1
r2r_slack_ns = 1.36
r2r_start = xorv[5]$_DFFE_PN_
critPathTopFamily = buffers and inverters
crit_chain = clkdlybuf4s50_1
r2r_end = led[0]$_DFFE_PP_
critical_path.max_stage_delay_ns = 0.46
critPathArrivalTime_ns = 1.02
path_buffers = 1

[global_route]
grt_antenna_before_repair = 0
met1_usage_pct = 2.46
grt_pass1_vias = 347
overflow = 0
grt_pass1_wl_um = 1580
grt_start_max_net_pins = 11
grt_use_met3_pct = 1.84
top_usage_layer = met2
grtUsageTotal_pct = 2.24
grt_util_met2_pct = 3.49

[placed_design]
place_congestion = 0.751
dpl_worst_slack_ns = 1.39
placed_cells = 128
post_dp_cell_area_um2 = 902
port_buffers = 6
hpwl_um = 727

[floorplan]
core_mm2 = 0.00547
die_area_mm2 = 0.00903
fp_util_pct = 13.9
die_h_um = 95
rows = 27
die_w_um = 95
io_pins = 10

[worst_hold_path]
min_path_type = register to register
hp-start = t1$_DFF_P_
whs_endpoint = led[5]$_SDFFCE_PP0P_
whs_path_depth = 1

[pwr]
p_per_area_mw_per_mm2 = 464
vdd_drop_max_uv = 184
p_leak_uw = 0.000362

[finish]
final_layout_size_suffix_gt1_share_pct = 5.00
area_growth_syn_to_layout_pct = 24.1
post-route-cell-area_um2 = 947
stdcell_count = 132

[run_status]
outcome = complete, no violations

[timing]
finClkSkew_ns = 0.00158
tns_ns = 0
rsz0062_at_grt = false
setup_viol = 0
whs_ns = 0.349
slew_violations = 0
hold_violations = 0
setup_slack_ns = 1.22

[clocking]
cts_made_buffers = 3
tritoncts = yes
cts_hold_buf = 0
cts.reportedPaths.clkPinSlew_ns = 0.06
post_cts_resized = 0
root_buffer = clkbuf_8
post_cts_buffers = 0
cts_max_level = 1
cts_buffer_depth = 2

[run]
tool_warnings = 30
maxCapViolCount = 0
## state kept, by name, indices dropped and copies added, names as in the netlist
signal   count
counter      4
led          6
t1           1
xorv         6
## cell usage in the layout, fill, tap and decap left out
master           count
clkbuf_8             3
clkdlybuf4s50_1      6
clkinv_1             1
conb_1               2
dfxtp_1              1
edfxtp_1            16
ha_1                 4
inv_1                4
nand2_1              3
nand2b_1             2
nand3_1              1
nor2b_1              5
xnor2_1              7
xnor3_1              1
xor2_1               4
## cell type report
| class | instances | area, um^2 |
|---|---|---|
| fillers | 600 | 4530 |
| flip-flops and latches | 17 | 500 |
| multi-input cells | 29 | 236 |
| well taps | 72 | 90.1 |
| repair buffers | 6 | 60.1 |
| clock buffers | 3 | 41.3 |
| inverters | 4 | 15.0 |
| clock inverters | 1 | 3.75 |
## logic make-up (layout without fill, tap and decap cells)
logic type,after synthesis,count (layout)
buf+inv,6,14
other cells,1,2
xor+xnor,12,12
simple gates,11,11
fa+ha+maj,4,4
flops,17,17
## metal layers
| metal | vias to the layer above | part of all wire, % |
|---|---|---|
| met5 | - | 0 |
| met3 | 0 | 14 |
| met1 | 166 | 46 |
| met2 | 10 | 40 |
| met4 | 0 | 0 |
| li1 | 181 | - |
## per-stage QoR
step                      total power (uW)  utilization [%]
after global routing                   453             17.3
after CTS                              446             17.3
final                                  439             17.3
after global placement                 279             16.5
after detailed placement               279             16.5
after floorplan                        281                -
## report_power, final
part	switching [uW]	internal, uW
sequential	0	274
combinational	0.133	0
clock	68.1	96.9
## worst max-delay path by stage
stage	to	startpoint	cells after the start
global route	led[7]	led[7]$_SDFFCE_PP0P_	1
CTS	led[4]	led[4]$_SDFFCE_PP0P_	1
finish	led[0]	led[0]$_DFFE_PP_	1
No activity file was given, so power comes from the tool's default toggle rates.
