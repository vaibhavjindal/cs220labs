==> ./design.v <==
`timescale 1ns / 1ps
module lcd_driver(clk,lcd_e,lcd_rs,lcd_w,db,inp1,inp2);
input clk;
input [127:0] inp1;
input [127:0] inp2;
output lcd_e,lcd_rs,lcd_w;
output [3:0]db;
reg [3:0]db;
reg lcd_rs;
reg lcd_w;
reg [19:0]counter=0;
reg [10:0] state=0;
reg lcd_e;
reg [6:0]inp1_state=127;
reg [6:0]inp2_state=127;
reg [1:0]temp=0;
always @(posedge clk) begin
	counter<=counter+1;
	if(counter==1000000) begin
		counter<=0;
	if (state == 0) begin
		lcd_e<=0;
		state<=state+1;
	end
	if (state == 1) begin
		lcd_rs<=0;
		lcd_w<=0;
		db<=4'h3;
		state<=state+1;
	end
	if(state==2) begin
		lcd_e<=1;
		state<=state+1;
	end
	if(state==3) begin
		lcd_e<=0;
		state<=state+1;
	end
	if (state == 4) begin
		lcd_rs<=0;
		lcd_w<=0;
		db<=4'h3;
		state<=state+1;
	end
	if(state==5) begin
		lcd_e<=1;
		state<=state+1;
	end
	if(state==6) begin
		lcd_e<=0;
		state<=state+1;
	end
	if (state == 7) begin
		lcd_rs<=0;
		lcd_w<=0;
		db<=4'h3;
		state<=state+1;
	end
	if(state==8) begin
		lcd_e<=1;
		state<=state+1;
	end
	if(state==9) begin
		lcd_e<=0;
		state<=state+1;
	end
	if(state==10) begin
		lcd_rs<=0;
		lcd_w<=0;
		db<=4'h2;
		state<=state+1;
	end
	if(state==11) begin
		lcd_e<=1;
		state<=state+1;
	end
	if(state==12) begin
		lcd_e<=0;
		state<=state+1;
	end
	if(state==13) begin
		lcd_rs<=0;
		lcd_w<=0;
		db<=4'h2;
		state<=state+1;
	end
	if(state==14) begin
		lcd_e<=1;
		state<=state+1;
	end
	if(state==15) begin
		lcd_e<=0;
		state<=state+1;
	end	
	if(state==16) begin
		lcd_rs<=0;
		state<=state+1;
		lcd_w<=0;
		db<=4'h8;
	end
	if(state==17) begin
		lcd_e<=1;
		state<=state+1;
	end
	if(state==18) begin
		lcd_e<=0;
		state<=state+1;
	end
	if(state==19) begin
		lcd_rs<=0;
		lcd_w<=0;
		db<=4'h0;
		state<=state+1;
	end
	if(state==20) begin
		lcd_e<=1;
		state<=state+1;
	end
	if(state==21) begin
		lcd_e<=0;
		state<=state+1;
	end	
	if(state==22) begin
		lcd_rs<=0;
		lcd_w<=0;
		db<=4'h6;
		state<=state+1;
	end
	if(state==23) begin
		lcd_e<=1;
		state<=state+1;
	end
	if(state==24) begin
		lcd_e<=0;
		state<=state+1;
	end
	if(state==25) begin
		lcd_rs<=0;
		lcd_w<=0;
		db<=4'h0;
		state<=state+1;
	end
	if(state==26) begin
		lcd_e<=1;
		state<=state+1;
	end
	if(state==27) begin
		lcd_e<=0;
		state<=state+1;
	end	
	if(state==28) begin
		lcd_rs<=0;
		lcd_w<=0;
		db<=4'hC;
		state<=state+1;
	end
	if(state==29) begin
		lcd_e<=1;
		state<=state+1;
	end
	if(state==30) begin
		lcd_e<=0;
		state<=state+1;
	end
	if(state==31) begin
		lcd_rs<=0;
		lcd_w<=0;
		db<=4'h0;
		state<=state+1;
	end
	if(state==32) begin
		lcd_e<=1;
		state<=state+1;
	end
	if(state==33) begin
		lcd_e<=0;
		state<=state+1;
	end	
	if(state==34) begin
		lcd_rs<=0;
		lcd_w<=0;
		db<=4'h1;
		state<=state+1;
	end
	if(state==35) begin
		lcd_e<=1;
		state<=state+1;
	end
	if(state==36) begin
		lcd_e<=0;
		state<=state+1;
	end
	if(state==37) begin
		lcd_rs<=0;
		lcd_w<=0;
		state<=state+1;
		db<=4'h8;
	end
	if(state==38) begin
		lcd_e<=1;
		state<=state+1;
	end
	if(state==39) begin
		lcd_e<=0;
		state<=state+1;
	end	
	if(state==40) begin
		lcd_rs<=0;
		lcd_w<=0;
		db<=4'h0;
		state<=state+1;
	end
	if(state==41) begin
		lcd_e<=1;
		state<=state+1;
	end
	if((state<138)&&(state>41)) begin
		if(temp==0) begin 
			lcd_e<=0;
			temp<=1;
			state<=state+1;
		end
		else if(temp==2) begin
			lcd_e<=1;
			temp<=0;
			state<=state+1;
		end
		else begin
			lcd_rs<=1;
			state<=state+1;
			lcd_w<=0;
			temp<=2;
			db<=inp1[inp1_state-:4];
			inp1_state<=inp1_state-4;
		end
	end
	if(state==138) begin
		lcd_e<=0;
		state<=state+1;
	end
	if(state==139) begin
		lcd_rs<=0;
		lcd_w<=0;
		db<=4'hC;
		state<=state+1;
	end
	if(state==140) begin
		lcd_e<=1;
		state<=state+1;
	end
	if(state==141) begin
		lcd_e<=0;
		state<=state+1;
	end	
	if(state==142) begin
		lcd_rs<=0;
		state<=state+1;
		lcd_w<=0;
		db<=4'h0;
	end
	if(state==143) begin
		lcd_e<=1;
		state<=state+1;
	end
	if((state<240)&&(state>143)) begin
		if(temp==0) begin 
			lcd_e<=0;
			temp<=1;
			state<=state+1;
		end
		else if(temp==2) begin 
			lcd_e<=1;
			temp<=0;
			state<=state+1;
		end
		else begin 
			lcd_rs<=1;
			lcd_w<=0;
			db<=inp2[inp2_state-:4];
			inp2_state<=inp2_state-4;
			temp<=2;
			state<=state+1;
		end
	end
	if(state==240) begin
		lcd_e<=0;
		state<=state+1;
	end
	end
end		
endmodule
`timescale 1ns / 1ps
module lcd_driver_top(clk,lcd_e,lcd_rs,lcd_w,db);
input clk;
output lcd_e,lcd_rs,lcd_w;
output [3:0]db;
wire lcd_e,lcd_rs,lcd_w;
wire [3:0] db;
reg [127:0]inp1="WELCOME TO CSE, ";
reg [127:0]inp2="IIT KANPUR      ";
lcd_driver d1(clk,lcd_e,lcd_rs,lcd_w,db,inp1,inp2);
endmodule
==> ./run.sh <==
#!/bin/bash
# OpenROAD 26Q1-2900-gdf79404cd8, Yosys 0.63+post, stock flow scripts
make -C /OpenROAD-flow-scripts/flow DESIGN_CONFIG=/design/flow/config.mk WORK_HOME=/design/flow/orfs finish
==> ./config.mk <==
export PLATFORM = sky130hd
export DESIGN_NAME = lcd_driver_top
export DESIGN_NICKNAME = lcd_driver_top
export VERILOG_FILES = /design/flow/design.v
export SDC_FILE = /design/flow/constraint.sdc
export NUM_CORES = 4
export LEC_CHECK = 1
export CORE_UTILIZATION = 30
==> ./constraint.sdc <==
current_design lcd_driver_top

set clk_period 6.1
set clk_io_pct 0.2

create_clock -name clk0 -period $clk_period [get_ports {clk}]

set non_clock_inputs [all_inputs -no_clocks]
set_input_delay [expr $clk_period * $clk_io_pct] -clock clk0 $non_clock_inputs
set_output_delay [expr $clk_period * $clk_io_pct] -clock clk0 [all_outputs]
==> GITHUB_STEP_SUMMARY <==
### Metrics collected by this job

| Metric | Value |
|---|---|
| Die height | `118.1 um` |
| Fmax | `312.0 MHz` |
| Tool warnings | `35` |
| Vias in the first global route | `3154` |
| # Cells Yosys | `476` |
| Hold Buf Count CTS | `0` |
| Fillers | `1332` |
| Row count | `42` |
| Crit-path max FO | `13` |
| Hold Crit Class | `flop to flop` |
| CP cell instances | `inv_1 > ha_1 > nor2b_1 > o2111ai_4 > xor2_4 > xnor2_1 > and3_1 > o311ai_1 > o211ai_1` |
| Met1 GRT Util | `0.2239` |
| Fin crit share | `0.5255` |
| Leakage Power | `1.461 nW` |
| Total negative slack | `0 ns` |
| Core area | `13190 sq um` |
| Max Buffers Root-to-Sink | `2` |
| Largest net degree at the start of global routing | `32` |
| TritonCTS clock tree | `done` |
| H-tree depth | `2` |
| Commonest Layout Cell | `nor2_1` |
| Commonest cells after routing, fill and taps aside | `nor2_1, nand2_1, edfxtp_1, nand3_1, xnor2_1` |
| Worst Clk Skew | `0.007999 ns` |
| Cell count after synthesis | `476` |
| Busiest grt layer | `met1` |
| Die Size | `13940 sq um` |
| Peak supply drop | `0.1111 mV` |
| Final setup viols | `0` |
| Worst setup SP type | `flop` |
| Vias | `3417` |
| Yosys synthesis chip area | `4041 sq um` |
| Syn_area_per_cell | `8.490 sq um` |
| Antenna violations before repair | `0` |
| IO Port Bufs | `7` |
| RSZ-0062 raised after global routing | `false` |
| Layout cells sized above 1 | `0.06710` |
| Distinct cell type count after synthesis | `77` |
| Syn Std Cell Area | `4041 sq um` |
| M3 GR Usage | `0.01832` |
| CP max stage cell | `edfxtp_1` |
| Setup crit end kind | `flop` |
| Pwr per Cell Area | `148.2 nW/um^2` |
| Io pins | `8` |
| Pre-CTS setup slack | `2.938 ns` |
| Antenna cells | `0` |
| Slew headroom | `0.4820` |
| Starting Density | `0.3064` |
| Total of warnings raised by yosys | `2` |
| Async set-reset flop share out of synthesis | `0` |
| Met2 Use GR | `0.2129` |
| GPL Wtd Cong | `0.9241` |
| Worst-path clk slew | `0.07 ns` |
| CTS sink cnt | `50` |
| Post-route antenna net violation count | `0` |
| Post-synth EDFFs | `30` |
| CP max stage delay | `0.65 ns` |
| Crit path DAT | `3.23 ns` |
| Slew Viols, Final | `0` |
| Delay-heaviest family, CP | `flip-flops` |
| Routed WL | `9174 um` |
| CP required | `6.12 ns` |
| # DRC | `0` |
| Synth flops | `50` |
| Area delta synth->final | `8.297%` |
| First-pass GRT wire length | `15930 um` |
| Min Hold Slack | `0.4831 ns` |
| Synth Seq Share | `0.3220` |
| Post-cts gate resize count | `0` |
| GRT Util Overall | `0.1406` |
| Main flop type | `edfxtp_1` |
| Worst-margin pin slew | `0.7699 ns` |
| Routed len/inst | `14.38 um` |
| Max-cap violations | `0` |
| Crit path launch | `d1.inp1_state[2]` |
| Critical path class | `flop to flop` |
| CTS Buf Count | `5` |
| Postcts setup bufs | `0` |
| Post-route setup slack | `2.895 ns` |
| Die X | `118.1 um` |
| Min-delay src | `d1.counter[15]` |
| Crit path buf inv count | `1` |
| First DRT Iteration DRCs | `385` |
| DRT Pass-1 Iters | `5` |
| Clk root buf | `clkbuf_16` |
| Vias per inst | `5.356` |
| Latest clock arrival within the worst-skew pair | `0.29 ns` |
| Final HPWL DP | `6755 um` |
| Outcome | `complete, no violations` |
| Clock period minus worst slack | `3.205 ns` |
| R2r startpoint | `d1.inp1_state[2]` |
| GRT Residual Overflow | `0` |
| Fin. Hold Viols | `0` |
==> registers in the layout (all words and copies together) (netlist names), 2 cells and up <==
register	cells
d1.counter	20
d1.db	4
d1.inp1_state	5
d1.inp2_state	5
d1.state	11
d1.temp	2
==> kinds of logic after synthesis <==
kind of cell / after synthesis / share of synthesized area
AND-OR/OR-AND: 114 / 0.2090
AND/OR/NAND/NOR: 200 / 0.2625
multiplexers: 8 / 0.02074
flip-flops: 50 / 0.3220
XOR/XNOR: 39 / 0.09102
adder cells (fa/ha/maj): 14 / 0.04334
buffers and inverters: 51 / 0.05139
==> cell usage after synthesis (all sizes together), types with 5 or more instances <==
| library cell | count | share of area |
|---|---|---|
| nor2 | 53 | 0.049 |
| nand2 | 32 | 0.030 |
| edfxtp | 30 | 0.22 |
| nand3 | 25 | 0.031 |
| xnor2 | 22 | 0.048 |
| dfxtp | 20 | 0.099 |
| inv | 20 | 0.019 |
| nor3 | 19 | 0.025 |
| a21oi | 18 | 0.024 |
| clkbuf | 18 | 0.017 |
| o21ai | 17 | 0.021 |
| xor2 | 17 | 0.043 |
| ha | 14 | 0.043 |
| buf | 13 | 0.016 |
| nand4 | 12 | 0.019 |
| nand2b | 10 | 0.017 |
| and3 | 9 | 0.014 |
| o211ai | 9 | 0.017 |
| a31oi | 7 | 0.011 |
| nor3b | 6 | 0.012 |
| a22oi | 5 | 0.0093 |
| and2 | 5 | 0.0077 |
| mux2i | 5 | 0.012 |
| nor2b | 5 | 0.0077 |
| o31ai | 5 | 0.0093 |
==> cell type report <==
class | count | area, sq um | share of cell area
Timing Repair Buffer | 9 | 85.08 | 0.01944
Multi-Input combinational cell | 375 | 2532 | 0.5786
Clock buffer | 7 | 153.9 | 0.03516
Clock inverter | 1 | 8.758 | 0.002001
Sequential cell | 50 | 1301 | 0.2973
Inverter | 20 | 75.07 | 0.01715
Tap cell | 176 | 220.2 | 0.05031
==> layer usage <==
layer  part of all wire  up-vias
li1                   -     1721
met1               0.49     1588
met2               0.45       99
met3              0.047        9
met4              0.015        0
met5                  0        -
==> path summary, 6_finish.rpt <==
path,endpoint,cells after the start,slack [ns]
min reg2reg,d1.counter[15],1,0.48
max,d1.db[3],9,2.89
min,d1.counter[15],1,0.48
max reg2reg,d1.db[3],9,2.89
==> stage by stage <==
stage / total power, mW / cell area [sq um] / util / instances
floorplan: 0.3611 / 4041 / - / 476
global placement: 0.3611 / 4214 / 0.3195 / 630
detailed placement: 0.3611 / 4214 / 0.3195 / 630
CTS: 0.6567 / 4377 / 0.3318 / 638
global route: 0.6740 / 4377 / 0.3318 / 638
finish: 0.6486 / 4377 / 0.3318 / 638
==> worst reg2reg max path: stages (launching register included) <==
cell,delay (ns)
edfxtp_1,0.65
inv_1,0.26
ha_1,0.49
nor2b_1,0.33
o2111ai_4,0.19
xor2_4,0.30
xnor2_1,0.13
and3_1,0.20
o311ai_1,0.28
o211ai_1,0.13
==> power by group <==
part,switching (mW),internal [mW]
sequential,0,0.354
clock,0.117,0.178
combinational,0,0
total,0.117,0.531
No activity file was given, so power comes from the tool's default toggle rates.
