**flow/run.sh**
```bash
#!/bin/bash
# OpenROAD 26Q1-2900-gdf79404cd8, Yosys 0.63+post, stock flow scripts
make -C /OpenROAD-flow-scripts/flow DESIGN_CONFIG=/design/flow/config.mk WORK_HOME=/design/flow/orfs finish
```
**flow/config.mk**
```make
export PLATFORM = sky130hd
export DESIGN_NAME = register_file
export DESIGN_NICKNAME = register_file
export VERILOG_FILES = /design/flow/design.v
export SDC_FILE = /design/flow/constraint.sdc
export NUM_CORES = 4
export LEC_CHECK = 1
export CORE_UTILIZATION = 30
```
**flow/constraint.sdc**
```tcl
current_design register_file

set clk_period 13.3
set clk_io_pct 0.2

create_clock -name clk0 -period $clk_period [get_ports {change}]

set non_clock_inputs [all_inputs -no_clocks]
set_input_delay [expr $clk_period * $clk_io_pct] -clock clk0 $non_clock_inputs
set_output_delay [expr $clk_period * $clk_io_pct] -clock clk0 [all_outputs]
```
**flow/design.v**
```verilog
`timescale 1ns / 1ps
module register_file(change,ra1,ra2,wa,wd,bits,rd1,rd2);
	input change;
	input [4:0]ra1;
	input [4:0]ra2;
	input [4:0]wa;
	input [15:0] wd;
	input [2:0] bits;
	output [15:0]rd1;
	output [15:0]rd2;
	reg [15:0] rf[0:31];
	initial begin
		rf[0]=0;
		rf[1]=0;
		rf[2]=0;
		rf[3]=0;
		rf[4]=0;
		rf[5]=0;
		rf[6]=0;
		rf[7]=0;
		rf[8]=0;
		rf[9]=0;
		rf[10]=0;
		rf[11]=0;
		rf[12]=0;
		rf[13]=0;
		rf[14]=0;
		rf[15]=0;
		rf[16]=0;
		rf[17]=0;
		rf[18]=0;
		rf[19]=0;
		rf[20]=0;
		rf[21]=0;
		rf[22]=0;
		rf[23]=0;
		rf[24]=0;
		rf[25]=0;
		rf[26]=0;
		rf[27]=0;
		rf[28]=0;
		rf[29]=0;
		rf[30]=0;
		rf[31]=0;
	end
	always @(posedge change) begin
		if(bits==0) begin
			rf[wa]<=wd;
		end
		else if(bits==1) begin
			rd1<=rf[ra1];
		end
		else if(bits==2) begin
			rd1<=rf[ra1];
			rd2<=rf[ra2];
		end
		else if(bits==3) begin
			rd1<=rf[ra1];
			rf[wa]<=wd;
		end
		else if(bits==4) begin
			rd1<=rf[ra1];
			rd2<=rf[ra2];
			rf[wa]<=wd;
		end
		else if(bits==5) begin
			rd1<=rf[ra1];
			rd2<=rf[ra2];
			rf[wa]<=rf[ra1]+rf[ra2];
		end
		else if(bits==6) begin
			rd1<=rf[ra1];
			rd2<=rf[ra2];
			rf[wa]<=rf[ra1]-rf[ra2];
		end
		else if(bits==7) begin
			rd1<=rf[ra1];
			rf[wa]<=rf[ra1]<<wd;
		end
	end
endmodule
```
==> flow_summary.ini <==
; yosys + openroad results
[final_layout]
stdcell_count = 2919
area_growth_pct = 15.87
final_layout_size_suffix_gt1_share_pct = 28.69

[yosys]
simple_gate_share_pct = 4.663
yosysTopAreaCell = edfxtp_1
yosys-top-cells-count = edfxtp_1 (544), mux4_2 (259), mux2i_1 (86)
synthAoiAreaFrac_pct = 6.345
ys_types = 78
synth-seq-area-share_pct = 59.86
ys.flop_type = edfxtp_1
ys_ff = 544
top_cell_area_share_pct = 59.86
mux_area_share_pct = 24.95
synth_area_um2 = 27290
ys_cells = 1583
topCombFamilyByArea = multiplexers
yosys-stat-area_um2 = 27290
syn_inst = 1583
most_common_cell = edfxtp_1
synthAdderAreaFrac_pct = 1.522
async_flop_share_pct = 0
synthTopCellsByArea = edfxtp_1 (60%), mux4_2 (21%), mux2i_1 (3.2%)
yosys_warnings = 12
syn_area_per_cell_um2 = 17.24
synthXorXnorAreaFrac_pct = 0.2246
synth-edff-count = 544

[die]
fp.dieW_um = 303.6
die-area_um2 = 92180
fp_util_pct = 30.32
placementRows = 110
die_h_um = 303.6
coreArea_um2 = 90010
ioPinCount = 67

[placed_design]
io_buffers = 66
dp.cells = 2812
hpwl_um = 54940
gp_congestion = 0.9425

[worst_setup_path]
crit_top_cell = buf_4
path_class = in -> reg
crit_required_ns = 13.63
cp-start-kind = input pin
path_cells = buf_6 -> buf_4 -> buf_4 -> mux2i_1 -> a22oi_1 -> nand2_1 -> a41o_1 -> and3_1 -> inv_1 -> ha_1 -> nor2b_1 -> o31a_1 -> o41a_1 -> a221o_1 -> a211o_1 -> a221oi_1 -> o31ai_1 -> o21ai_0 -> o211ai_1 -> buf_4
cp_max_fo = 50
path_delay_family = AND-OR/OR-AND gates
slowest_delay_ns = 0.68
endpoint_kind = register
cp.arrival_ns = 8.84
critPathBufInv = 5
crit_slowest_cell = buf_4

[clock_network]
clock_latency_ns = 0.63
cts_tree = built
numCtsBuffers = 58
cts_setup_buffers = 0
cts_buffer_depth = 3
clock_sinks = 544
cts-root-buf = clkbuf_16
htree_levels = 2
cts_hold_buf = 0
post_cts_resized = 0
clkTransAtPathRegs_ns = 0.06

[final_timing]
rsz0062_at_grt = false
setup_violations = 0
finalClockPeriodUsage_pct = 63.97
worstMarginPinSlew_ns = 1.114
fin_skew_ns = 0.02095
hold_viol = 0
tns_ns = 0
layout_min_cycle_time_ns = 8.507
max_slew_margin_pct = 25.64
slew_violations = 0
max_freq_mhz = 117.5

[run_status]
status = complete, no violations

[hold_path]
hold_path_class = reg -> reg

[routing]
routed-via-count = 16870
final_antenna_net_count = 0
wl_per_cell_um = 30.03
wl_um = 87670
viasPerCell = 5.779
drcViolationCount = 0
first_iter_violations = 1180
diodes = 0
first_pass_iters = 5

[pwr]
p_leak_nw = 10.30
powerDensity_nw_per_um2 = 137.0
peakVddDrop_mv = 0.1046

[global_route]
grt_pass1_vias = 18500
grt_pass1_wl_um = 127900
antenna_found_initial = 0
grtUsageTotal_pct = 20.48
grt_max_degree = 80
grt_overflow_total = 0

[flow_run]
cap_violations = 0
tool_warnings = 40
## cells in the final DEF, fill, tap and decap left out, types with 7 or more instances in the layout
| master | count |
|---|---|
| a221o_1 | 7 |
| a32oi_1 | 7 |
| nor3_1 | 14 |
| o221ai_1 | 10 |
| a21oi_1 | 36 |
| and3_1 | 9 |
| nand2_1 | 63 |
| mux2i_1 | 85 |
| nor2_1 | 53 |
| edfxtp_1 | 544 |
| mux2_2 | 8 |
| nor2b_1 | 11 |
| clkinv_2 | 9 |
| nand2b_1 | 7 |
| o21ai_0 | 19 |
| clkbuf_1 | 11 |
| a221oi_1 | 10 |
| buf_4 | 86 |
| nor2_2 | 33 |
| o211ai_1 | 11 |
| a22oi_1 | 35 |
| inv_1 | 43 |
| and2_1 | 7 |
| clkdlybuf4s50_1 | 58 |
| ha_1 | 30 |
| clkbuf_16 | 59 |
| nand3_1 | 31 |
| clkinv_1 | 12 |
| o22ai_1 | 8 |
| mux4_2 | 259 |
| or3_1 | 8 |
| o31ai_1 | 9 |
| bufinv_16 | 8 |
## kinds of logic after synthesis
logic type	Yosys count
flops	544
mux	354
xor+xnor	7
buf+inv	145
fa+ha+maj	32
simple gates	267
compound gates	234
## routing by layer
layer | GRT usage, % | wire length [um] | vias up
li1 | - | - | 6922
met2 | 28.94 | 38870 | 1335
met5 | 0.9819 | 92 | -
met3 | 18.31 | 17940 | 174
met4 | 4.498 | 2382 | 4
met1 | 23.15 | 28380 | 8434
## sequential cells by signal (all words and copies together), names as in the netlist
| signal | flops |
|---|---|
| rd2 | 16 |
| rf | 512 |
| rd1 | 16 |
## where the power goes
| group | leakage, nW | internal [mW] | switching [mW] |
|---|---|---|---|
| combinational | 4.39 | 0.245 | 0.415 |
| sequential | 4.97 | 2.01 | 0.0131 |
| clock | 0.943 | 0.968 | 0.681 |
## area by class of cell
class	instances	area (um^2)
timing repair buffer	152	1318
multi-input combinational	894	10400
clock buffer	70	1518
tap	1176	1471
inverter	46	172.7
sequential	544	16340
fill	8298	58390
clock inverter	37	410.4
## worst min-delay path, cell delays in order (launching register included)
cell and delay (ns):
edfxtp_1 0.33, mux4_2 0.22, a22oi_1 0.09, o2111ai_1 0.10
buf_4 0.16
## path summary, 6_finish.rpt
| path | start | to | slack (ns) | cells after the start |
|---|---|---|---|---|
| setup / recovery | ra1[1] | rf[14][13]$_DFFE_PP_ | 4.79 | 20 |
| hold / removal | rf[6][4]$_DFFE_PP_ | rd1[4]$_DFFE_PP_ | 1.02 | 4 |
| setup reg to reg | rf[31][2]$_DFFE_PP_ | rf[14][13]$_DFFE_PP_ | 7.94 | 14 |
| hold reg to reg | rf[6][4]$_DFFE_PP_ | rd1[4]$_DFFE_PP_ | 1.02 | 4 |
## stage by stage
stage	util, %	instance area, um^2	worst slack, ns	power (mW)	hold WS (ns)
final	35.13	31620	4.793	4.333	1.017
after global routing	35.13	31620	4.449	4.480	1.056
after CTS	35.13	31620	4.792	4.357	1.016
after detailed placement	32.99	29690	4.156	2.717	0.9986
after global placement	32.99	29690	4.194	2.711	0.9845
after floorplan	-	27290	4.975	2.458	0.7973
No activity file was given, so power comes from the tool's default toggle rates.
